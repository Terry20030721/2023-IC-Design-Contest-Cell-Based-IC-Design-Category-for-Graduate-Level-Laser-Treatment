==> ./design.v <==
module LASER (
    input CLK,
    input RST,
    input [3:0] X,
    input [3:0] Y,
    output reg [3:0] C1X,
    output reg [3:0] C1Y,
    output reg [3:0] C2X,
    output reg [3:0] C2Y,
    output reg DONE
);
    localparam S_IDLE           = 4'd0;
    localparam S_READ           = 4'd1;
    localparam S_INIT_C1        = 4'd2;
    localparam S_CALC_C1        = 4'd3;
    localparam S_UPDATE_C1      = 4'd4;
    localparam S_INIT_C2        = 4'd5;
    localparam S_CALC_C2        = 4'd6;
    localparam S_UPDATE_C2      = 4'd7;
    localparam S_CHECK_CONV     = 4'd8;
    localparam S_DONE           = 4'd9;
    localparam S_WAIT           = 4'd10;
    reg [3:0] state;
    reg [5:0] pixel_count;
    reg [3:0] X_MEM [0:39];
    reg [3:0] Y_MEM [0:39];
    reg [5:0] mark_data;        
    reg [3:0] index_X, index_Y; 
    reg [5:0] current_hit_count;
    reg [5:0] best_hit_count;
    reg [3:0] best_c1x, best_c1y;
    reg [3:0] best_c2x, best_c2y;
    reg [3:0] old_c1x, old_c1y, old_c2x, old_c2y;
    reg p0_scan, p1_scan, p2_scan, p3_scan;    
    reg p0_fix,  p1_fix,  p2_fix,  p3_fix;     
    reg hit0, hit1, hit2, hit3;                
    reg [3:0] fixed_cx, fixed_cy;
    initial begin
        state = S_IDLE;
        pixel_count = 0;
        mark_data = 0;
        index_X = 0; index_Y = 0;
        current_hit_count = 0; best_hit_count = 0;
        best_c1x = 0; best_c1y = 0; best_c2x = 0; best_c2y = 0;
    end
    always @(posedge CLK or posedge RST) begin
        if (RST) begin
            state <= S_IDLE;
            pixel_count <= 0;
            DONE <= 0;
            C1X <= 0; C1Y <= 0; C2X <= 0; C2Y <= 0;
            mark_data <= 0;
            index_X <= 0; index_Y <= 0;
            current_hit_count <= 0; best_hit_count <= 0;
            best_c1x <= 0; best_c1y <= 0; best_c2x <= 0; best_c2y <= 0;
        end
        else begin
            case(state)
                S_IDLE: begin
                    DONE <= 0;
                    state <= S_READ;
                    best_c1x <= 0; best_c1y <= 0; best_c2x <= 0; best_c2y <= 0;
                    X_MEM[pixel_count] <= X;
                    Y_MEM[pixel_count] <= Y;
                    pixel_count <= pixel_count + 1;
                end
                S_READ: begin
                    X_MEM[pixel_count] <= X;
                    Y_MEM[pixel_count] <= Y;
                    if (pixel_count >= 39) begin
                        pixel_count <= 0;
                        state <= S_INIT_C1; 
                    end
                    else begin
                        pixel_count <= pixel_count + 1;
                    end
                end
                S_INIT_C1: begin
                    index_X <= 0;
                    index_Y <= 0;
                    best_hit_count <= 0; 
                    old_c1x <= best_c1x; old_c1y <= best_c1y;
                    old_c2x <= best_c2x; old_c2y <= best_c2y;
                    state <= S_CALC_C1;
                    mark_data <= 0;
                    current_hit_count <= 0;
                end
                S_CALC_C1: begin
                    current_hit_count <= current_hit_count + hit0 + hit1 + hit2 + hit3;
                    if (mark_data == 36) begin
                        state <= S_UPDATE_C1;
                        mark_data <= 0;
                    end
                    else begin
                        mark_data <= mark_data + 4;
                    end
                end
                S_UPDATE_C1: begin
                    if (current_hit_count >= best_hit_count) begin
                        best_hit_count <= current_hit_count;
                        best_c1x <= index_X;
                        best_c1y <= index_Y;
                    end
                    current_hit_count <= 0;
                    if (index_X == 15 && index_Y == 15) begin
                        state <= S_INIT_C2;
                    end
                    else begin
                        if (index_X == 15) begin
                            index_X <= 0;
                            index_Y <= index_Y + 1;
                        end else begin
                            index_X <= index_X + 1;
                        end
                        state <= S_CALC_C1; 
                    end
                end
                S_INIT_C2: begin
                    index_X <= 0;
                    index_Y <= 0;
                    best_hit_count <= 0; 
                    state <= S_CALC_C2;
                    mark_data <= 0;
                    current_hit_count <= 0;
                end
                S_CALC_C2: begin
                    current_hit_count <= current_hit_count + hit0 + hit1 + hit2 + hit3;
                    if (mark_data == 36) begin
                        state <= S_UPDATE_C2;
                        mark_data <= 0;
                    end
                    else begin
                        mark_data <= mark_data + 4;
                    end
                end
                S_UPDATE_C2: begin
                    if (current_hit_count >= best_hit_count) begin
                        best_hit_count <= current_hit_count;
                        best_c2x <= index_X;
                        best_c2y <= index_Y;
                    end
                    current_hit_count <= 0;
                    if (index_X == 15 && index_Y == 15) begin
                        state <= S_CHECK_CONV; 
                    end
                    else begin
                        if (index_X == 15) begin
                            index_X <= 0;
                            index_Y <= index_Y + 1;
                        end else begin
                            index_X <= index_X + 1;
                        end
                        state <= S_CALC_C2;
                    end
                end
                S_CHECK_CONV: begin
                    if (old_c1x == best_c1x && old_c1y == best_c1y && 
                        old_c2x == best_c2x && old_c2y == best_c2y) begin
                        state <= S_DONE;
                    end
                    else begin
                        state <= S_INIT_C1;
                    end
                end
                S_DONE: begin
                    C1X <= best_c1x; C1Y <= best_c1y;
                    C2X <= best_c2x; C2Y <= best_c2y;
                    DONE <= 1;
                    state <= S_WAIT;
                end
                S_WAIT: begin
                    DONE <= 0;
                    state <= S_IDLE;
                end
                default: state <= S_IDLE;
            endcase
        end
    end
    function check_hit;
        input [3:0] tx, ty, cx, cy;
        reg [3:0] abs_dx, abs_dy;
        begin
            abs_dx = (tx >= cx) ? (tx - cx) : (cx - tx);
            abs_dy = (ty >= cy) ? (ty - cy) : (cy - ty);
            if ( (abs_dx + abs_dy <= 4) || (abs_dx == 2 && abs_dy == 3) || (abs_dx == 3 && abs_dy == 2) )
                check_hit = 1'b1;
            else
                check_hit = 1'b0;
        end
    endfunction
    always @(*) begin
        if (state == S_CALC_C1) begin
            fixed_cx = best_c2x;
            fixed_cy = best_c2y;
        end
        else begin 
            fixed_cx = best_c1x;
            fixed_cy = best_c1y;
        end
    end
    always @(*) begin
        p0_scan = check_hit(X_MEM[mark_data],   Y_MEM[mark_data],   index_X, index_Y);
        p1_scan = check_hit(X_MEM[mark_data+1], Y_MEM[mark_data+1], index_X, index_Y);
        p2_scan = check_hit(X_MEM[mark_data+2], Y_MEM[mark_data+2], index_X, index_Y);
        p3_scan = check_hit(X_MEM[mark_data+3], Y_MEM[mark_data+3], index_X, index_Y);
        p0_fix = check_hit(X_MEM[mark_data],   Y_MEM[mark_data],   fixed_cx, fixed_cy);
        p1_fix = check_hit(X_MEM[mark_data+1], Y_MEM[mark_data+1], fixed_cx, fixed_cy);
        p2_fix = check_hit(X_MEM[mark_data+2], Y_MEM[mark_data+2], fixed_cx, fixed_cy);
        p3_fix = check_hit(X_MEM[mark_data+3], Y_MEM[mark_data+3], fixed_cx, fixed_cy);
        hit0 = p0_scan || p0_fix;
        hit1 = p1_scan || p1_fix;
        hit2 = p2_scan || p2_fix;
        hit3 = p3_scan || p3_fix;
    end
endmodule
==> ./run.sh <==
#!/bin/bash
# OpenROAD 26Q1-2900-gdf79404cd8, Yosys 0.63+post, stock flow scripts
make -C /OpenROAD-flow-scripts/flow DESIGN_CONFIG=/design/flow/config.mk WORK_HOME=/design/flow/orfs finish
==> ./config.mk <==
export PLATFORM = sky130hd
export DESIGN_NAME = LASER
export DESIGN_NICKNAME = LASER
export VERILOG_FILES = /design/flow/design.v
export SDC_FILE = /design/flow/constraint.sdc
export NUM_CORES = 4
export LEC_CHECK = 1
export CORE_UTILIZATION = 40
==> ./constraint.sdc <==
current_design LASER

set clk_period 8.9
set clk_io_pct 0.2

create_clock -name clk0 -period $clk_period [get_ports {CLK}]

set non_clock_inputs [all_inputs -no_clocks]
set_input_delay [expr $clk_period * $clk_io_pct] -clock clk0 $non_clock_inputs
set_output_delay [expr $clk_period * $clk_io_pct] -clock clk0 [all_outputs]
==> results.py <==
# Physical implementation metrics
metrics = {
    "outcome": {
        "status": "complete, no violations",
    },
    "power_and_ir_drop": {
        "p_seq_share_pct": 52.9,
        "combPwrFrac_pct": 1.0,
        "p_clk_share_pct": 46.1,
        "p_switching_mw": 0.768,
        "pwr_density_cell_nw_per_um2": 157,
        "power.leakage_nw": 9.58,
        "p_int_mw": 3.09,
        "peakVddDrop_v": 0.000148,
        "total_power_mw": 3.86,
        "p_sw_share_pct": 19.9,
    },
    "clocking": {
        "ctsLongestPathBuffers": 3,
        "clk_latency_ns": 0.59,
        "numCtsBuffers": 42,
        "cts_resized": 0,
        "hold_buffers": 0,
        "cts_root_buf": "clkbuf_16",
        "cts_tree": "yes",
        "path_clk_slew_ns": 0.06,
        "clkSinkCount": 403,
        "post_cts_buffers": 0,
        "cts_max_level": 2,
    },
    "grt": {
        "grt_pass1_wl_um": 87700,
        "grt_max_degree": 52,
        "grt_pass1_vias": 14800,
        "antenna_found_initial": 0,
        "grt.total_usage_pct": 22.1,
        "overflow": 0,
    },
    "synth": {
        "flop_cell": "edfxtp_1",
        "top_logic_kind": "AND-OR/OR-AND gates",
        "edf_count": 336,
        "yosys_warnings": 3,
        "synthAoiAreaFrac_pct": 15.1,
        "ys_cells": 1774,
        "ys_sh_adder_pct": 13.5,
        "ys.flops": 403,
        "synthSimpleGateAreaFrac_pct": 8.44,
        "synth_cells": 1774,
        "mux_share_pct": 3.52,
        "syn_area_um2": 21900,
        "synth.distinct_cells": 75,
        "syn_area_per_cell_um2": 12.3,
        "yosys-stat-area_um2": 21900,
        "ys_sh_xor_pct": 2.16,
        "synth-async-reset-ratio_pct": 16.6,
        "yosysSeqAreaShare_pct": 53.8,
    },
    "routing": {
        "drtPass1Iterations": 5,
        "drtIter0Drc": 947,
        "drtAntennaViolNets": 0,
        "via_per_inst": 5.62,
        "num_vias": 14500,
        "drc": 0,
        "wirelength_um": 56300,
        "antenna_cells": 0,
        "wl_per_cell_um": 21.9,
    },
    "job": {
        "max_cap_viol_count": 0,
        "warnings": 86,
    },
    "worst_setup_path": {
        "crit_path_end_kind": "flop",
        "critPathBufInv": 5,
        "cp_max_fo": 21,
        "crit_type": "flop to flop",
        "worstPathArrival_ns": 7.92,
        "cpMaxStageDelayCell": "fa_1",
        "cp.required_ns": 9.35,
        "path_delay_family": "adder cells",
        "cpMostUsedCell": "fa_1",
        "slowest_delay_ns": 0.54,
        "cp-start-kind": "flop",
    },
    "placed_design": {
        "place_hpwl_um": 38600,
        "dp_cells": 2499,
        "routabilityCongestion": 0.906,
        "port_buffers": 26,
        "placed_area_um2": 23300,
        "post-place-ws_ns": 1.45,
    },
    "final_timing": {
        "fin_tns_setup_ns": 0,
        "tightest_slew_ns": 0.912,
        "fin_crit_ns": 7.47,
        "setup_viol": 0,
        "fin_skew_ns": 0.0335,
        "hold_viol_final": 0,
        "whs_ns": 0.508,
        "max_freq_ghz": 0.134,
        "maxSlewViolCount": 0,
        "setup_slack_ns": 1.43,
        "timing.final.crit_share_pct": 84.0,
        "rsz0062_at_grt": "false",
        "slew_headroom_pct": 38.9,
    },
    "cells_and_area": {
        "final_common_cell": "edfxtp_1",
        "final_design_area_no_fill_um2": 24700,
        "area_growth_pct": 12.7,
        "final_cells": 2577,
        "final_core_util_pct": 45.7,
        "drive_gt1_share_pct": 9.46,
        "layout_top_cells": "edfxtp_1 (336), ha_1 (168), inv_1 (136), nand2_1 (120), nor2_1 (94)",
    },
    "floorplanning": {
        "fp.dieH_um": 236,
        "fp_util_pct": 40.6,
        "core_region_area_um2": 53900,
        "ios": 27,
        "die_w_um": 236,
        "die_area_um2": 55700,
        "std_cell_rows": 85,
    },
    "min_path": {
        "worstHoldPathType": "flop to flop",
    },
}
==> final timing paths <==
check                                  endpoint  cells after the start    startpoint  slack, ns
min in group asynchronous        pixel_count[3]                      2           RST       1.79
setup reg to reg           current_hit_count[4]                     28  mark_data[2]       1.43
hold / removal                           C2Y[3]                      1        C2Y[3]       0.51
hold reg to reg                          C2Y[3]                      1        C2Y[3]       0.51
setup / recovery           current_hit_count[4]                     28  mark_data[2]       1.43
max in group asynchronous           best_c2x[2]                      3           RST       6.07
==> final cells by class <==
| cell class | count | area (um2) |
|---|---|---|
| clock buffer | 55 | 1120 |
| sequential | 403 | 11800 |
| tap | 696 | 871 |
| fill | 4665 | 29300 |
| inverter | 137 | 514 |
| clock inverter | 23 | 284 |
| multi-input combinational | 1173 | 9370 |
| timing repair buffer | 90 | 741 |
==> flip-flops by register name, summed over array words and instances, names as in the netlist, 6 cells and up <==
signal	flops
X_MEM	160
Y_MEM	160
best_hit_count	6
current_hit_count	6
pixel_count	6
==> cells by family after synthesis <==
family,count (synthesis)
buf+inv,198
xor+xnor,54
flops,403
compound gates,452
mux,73
fa+ha+maj,211
simple gates,383
==> power by group through the flow <==
| stage | logic, mW | clock network (mW) | registers, mW |
|---|---|---|---|
| 4_1_cts | 0.0380 | 1.81 | 2.04 |
| 5_1_grt | 0.0412 | 1.88 | 2.04 |
| 6_report | 0.0371 | 1.78 | 2.04 |
==> worst reg2reg max path, delay by kind of cell, from the launching register on <==
family | cells | cell delay, ns
flip-flops | 1 | 0.42
AND/OR/NAND/NOR | 5 | 0.95
adder cells (fa/ha/maj) | 6 | 2.60
buffers and inverters | 5 | 0.88
multiplexers | 1 | 0.25
AND-OR/OR-AND | 9 | 1.96
XOR/XNOR | 2 | 0.30
==> synthesized netlist by cell type, drive strengths merged (8+ instances only) <==
cell type / instances / share of area [%]
o21ai: 53 / 1.2
nor2b: 32 / 0.91
nor2: 94 / 1.6
mux2: 31 / 1.6
a21oi: 64 / 1.5
o21a: 19 / 0.65
nor3: 23 / 0.57
o21bai: 9 / 0.31
o211ai: 10 / 0.34
a211oi: 8 / 0.30
mux2i: 42 / 1.9
and2: 11 / 0.31
a221oi: 48 / 1.9
edfxtp: 336 / 46
buf: 21 / 0.45
ha: 168 / 9.6
a22o: 28 / 1.1
clkbuf: 40 / 0.69
nand2b: 11 / 0.31
a21o: 37 / 1.3
nor4: 11 / 0.31
nand3: 32 / 0.73
xnor2: 14 / 0.56
fa: 43 / 3.9
nand4: 10 / 0.29
a22oi: 67 / 2.3
xor2: 40 / 1.6
inv: 137 / 2.3
a31oi: 24 / 0.69
dfrtp: 67 / 7.7
a21boi: 11 / 0.43
nand2: 122 / 2.1
==> layer usage <==
layer	track usage, %	part of all wire, %
met4	5.33	3.0
met1	31.1	41
met3	10.4	11
met2	32.4	45
met5	0	0
Power is estimated from default activity; no workload was simulated.
